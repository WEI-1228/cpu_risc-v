$ cat flow/design.v
`timescale 1ns / 1ps
module ctrl(
	input wire[31:0] data,
	input wire change,
	output reg[15:0] led
);
	always @ (*) begin
		if (change == 1'b0) begin
			led <= data[15:0];
		end else begin
			led <= data[31:16];
		end
	end
endmodule
$ cat flow/run.sh
#!/bin/bash
# OpenROAD 26Q1-2900-gdf79404cd8, Yosys 0.63+post, stock flow scripts
make -C /OpenROAD-flow-scripts/flow DESIGN_CONFIG=/design/flow/config.mk WORK_HOME=/design/flow/orfs finish
$ cat flow/config.mk
export PLATFORM = sky130hd
export DESIGN_NAME = ctrl
export DESIGN_NICKNAME = ctrl
export VERILOG_FILES = /design/flow/design.v
export SDC_FILE = /design/flow/constraint.sdc
export NUM_CORES = 4
export LEC_CHECK = 1
export CORE_AREA = 10 10 70 70
export DIE_AREA = 0 0 80 80
$ cat flow/constraint.sdc
current_design ctrl

set clk_period 1.0
set clk_io_pct 0.2

create_clock -name clk0 -period $clk_period

set non_clock_inputs [all_inputs -no_clocks]
set_input_delay [expr $clk_period * $clk_io_pct] -clock clk0 $non_clock_inputs
set_output_delay [expr $clk_period * $clk_io_pct] -clock clk0 [all_outputs]
==> summary.txt <==
Flow results follow.

The total power divided by cell area is 374.4 nW/um^2. The count of flip-flops and latches is 0. The number of cell instances after yosys synthesis is 18. Setup repair after global routing could not meet its margin everywhere. The smallest hold slack is 0.7968 ns. The area of the placeable core is 3416 um^2. The floorplan has 21 rows. The fill cell total of the finished layout is 377. The placed instances occupy a cell area of 785.8 um^2. The biggest area contributor in the post-synthesis netlist is sky130_fd_sc_hd__mux2_4. The distinct cell type count of the synthesized netlist is 4. The length of the first detailed-routing pass in iterations is 1. Headroom to the max-slew limit came out at 95.09%. The per-cell routed wire length is 12.53 um.

The required time at the worst-slack endpoint is 0.80 ns. The initial antenna violation count is 0. The worst ir drop on vdd is 0.0001246 V. In this run the critical path is formed by buf_12 > buf_12 > mux2_4 > buf_6. The tool warning count is 34.

The final number of setup-violating endpoints is 16. The final instance area is 788.3 um^2. The proportion of synthesized chip area in sequential cells is 0%. Synthesis handed over a netlist of 18 instances.

Warnings reported by Yosys during synthesis add up to 1. Per the detail_route report, DRC violations left total 0. The final worst slack is -0.05599 ns.

The maximum achievable frequency is 0.9470 GHz. The endpoint class of the critical path is a primary output. Routability-driven placement finished with a final weighted congestion of 0.7696.

The type of the worst setup path is input port to primary output. The number of ports placed on the die boundary is 49. Yosys reports a chip area of 249.0 um^2. The total leakage power is 0.0004153 uW. The area added between synthesis and finish is 216.6%. STA on the placed design reports a worst setup slack of -0.8424 ns. The number of global-route vias before repair is 414.

Port buffering added 49 buffers. Looking at the critical path, the single cell with the biggest stage delay is sky130_fd_sc_hd__mux2_4. The floorplan step set the die height to 80 um.

After synthesis, the cell types taking the most area are sky130_fd_sc_hd__mux2_4 60%, sky130_fd_sc_hd__mux2_2 27%, sky130_fd_sc_hd__buf_12 8.0%, sky130_fd_sc_hd__buf_6 4.5%. For reference, the post-synthesis area per instance comes to 13.83 um^2. The width of the chip is 80 um. The final layout report lists a clock buffer count of 0. The classification of the worst-slack hold path is input port to primary output.

The number of vias per cell after detailed routing is 3.283. Dividing the final minimum period by the clock period gives 105.6%. The total global routing overflow is 0. The flow ran to the end, but the final reports show violations. The pin closest to its max-slew limit shows a slew of 0.07369 ns. Detailed placement finished with a half-perimeter wire length of 1239 um.

Along the worst path, the maximum fanout reaches 8. The sequential cells in the finished layout cover a total of 0 um^2. The most common library cell in the layout ignoring fill and taps is sky130_fd_sc_hd__dlygate4sd2_1.

The final power report lists total power as 295.1 uW. Summed over all routing layers, the global router reports a total usage of 4.064%. STA classifies the critical path startpoint as an input port. The first routing iteration left 0 violations. The fraction of post-synthesis cell area in the top cell type by area is 60.30%. Per the repair_timing log after CTS, setup buffers inserted total 0.

The wire length of the first global-routing pass is 2076 um. The total vias in the final route is 371. The most frequent cell on the critical path is sky130_fd_sc_hd__buf_12. The floorplan-stage core utilization is 7.289%.

The checks that failed: setup timing. The layout summary lists the proportion of cells stronger than drive strength 1 as 52.24%. The data arrival time of the worst path is 0.86 ns.

The worst path in the final design needs a cycle of 1.056 ns, including I/O delays and setup. The report counts max-capacitance violations totalling 0. The final setup TNS is -0.8210 ns. Per the detail_route report, inserted antenna diodes total 0. The number of failing hold endpoints at the final stage is 0. The synthesized cell area is 249.0 um^2. The floorplan die area is 6400 um^2. The total count of max-transition violations in the final report is 0.

The final routed wirelength across all metal layers is 1416 um. The most common logic cells in the final layout are 32 x sky130_fd_sc_hd__dlygate4sd2_1, 16 x sky130_fd_sc_hd__mux2_4, 10 x sky130_fd_sc_hd__buf_6. The largest incremental delay on the critical path is 0.30 ns.

The maximum number of pins on one net before global-route repair is 9. Per the post-route antenna check, the number of violating nets is 0.
worst max-delay path, delay by kind of cell:
kind | cells | cell delay, ns
muxes | 1 | 0.30
buffers and inverters | 3 | 0.36
power by group:
| part | switching (uW) | total (uW) | internal [uW] |
|---|---|---|---|
| clock network | 0 | 0 | 0 |
| registers | 0 | 0 | 0 |
| logic | 65.2 | 295 | 230 |
| total | 65.2 | 295 | 230 |
synth_stat cells, drive strengths merged:
cell type,n
buf,2
mux2,16
path summary, 6_finish.rpt:
| kind | slack [ns] | start | cells after the start | endpoint |
|---|---|---|---|---|
| max | -0.06 | change | 4 | led[11] |
| min | 0.80 | data[25] | 3 | led[9] |
per-layer routing:
metal	wire (um)	vias up	track usage (%)
li1	-	166	-
met1	708	156	5.669
met2	320	49	4.173
met3	387	0	4.318
met4	0	0	0
met5	0	-	0
cell families after synthesis:
family / after synthesis / synth area share (%)
buffers and inverters: 2 / 12.56
multiplexers: 16 / 87.43
final cells by class:
type / count / area (um^2) / area share [%]
tap: 46 / 57.56 / 7.302
multi-input combinational: 16 / 240.2 / 30.48
timing repair buffer: 51 / 490.5 / 62.22
through the flow:
stage	util, %	instances
after floorplan	-	18
after global routing	23.08	113
after CTS	21.98	113
after detailed placement	23.00	112
final	23.08	113
after global placement	23.00	112
repair_timing:
item,4_1_cts,5_1_grt
resized,100,6
gates cloned,1,0
setup endpoints to repair,16,16
hold buffers,0,0
Power is estimated from default activity; no workload was simulated.
